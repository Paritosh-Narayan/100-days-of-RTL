==> design.v <==
module SRAM (
    input wire CLK,        
    input wire [9:0] ADDR, 
    input wire WE,         
    input wire [7:0] DIN,  
    output reg [7:0] DOUT  
);
reg [7:0] memory [0:1023];
always @(posedge CLK) begin
    if (WE)  
        memory[ADDR] <= DIN;
    else     
        DOUT <= memory[ADDR];
end
endmodule
==> run.sh <==
#!/bin/bash
# OpenROAD 26Q1-2900-gdf79404cd8, Yosys 0.63+post, stock flow scripts
make -C /OpenROAD-flow-scripts/flow DESIGN_CONFIG=/design/flow/config.mk WORK_HOME=/design/flow/orfs finish
==> config.mk <==
export PLATFORM = sky130hd
export DESIGN_NAME = SRAM
export DESIGN_NICKNAME = SRAM
export VERILOG_FILES = /design/flow/design.v
export SDC_FILE = /design/flow/constraint.sdc
export NUM_CORES = 4
export LEC_CHECK = 1
export CORE_UTILIZATION = 40
export SYNTH_MEMORY_MAX_BITS = 65536
==> constraint.sdc <==
current_design SRAM

set clk_period 59.3
set clk_io_pct 0.2

create_clock -name clk0 -period $clk_period [get_ports {CLK}]

set non_clock_inputs [all_inputs -no_clocks]
set_input_delay [expr $clk_period * $clk_io_pct] -clock clk0 $non_clock_inputs
set_output_delay [expr $clk_period * $clk_io_pct] -clock clk0 [all_outputs]
==> results_slide.txt <==
Physical Implementation Snapshot

Placement
  • Worst slack, placed: 38.50 ns
  • GPL Wtd Cong: 0.911
  • HPWL after DPL: 556000 um
  • Number of port buffers: 27

Clock network
  • CTS tree: yes
  • CTS max path bufs: 4
  • Clk ins delay skew pair: 1.16 ns
  • H-Tree Depth: 6
  • Cts bufs inserted: 803
  • Setup Buffers After CTS: 0
  • Post-CTS resize count: 0
  • Worst-path clk slew: 0.06 ns
  • Post-CTS Hold Buffers: 0
  • Clk root buf: clkbuf_16
  • Clk sink count: 8200

Power and ir drop
  • Pwr per Cell Area: 33.2 mW/mm2
  • Internal power: 9.30 mW
  • Total Power: 11.8 mW
  • Switching pwr: 2.55 mW
  • Clock share of power: 41.6%
  • Combinational power share: 4.5%
  • Seq pwr share: 53.9%
  • Max VDD drop: 35.0 uV
  • Leak: 114 nW
  • Sw Ratio: 21.5%

Final timing
  • RSZ-0062 raised after global routing: false
  • Setup TNS: 0 ns
  • Post-route setup slack: 39.49 ns
  • Fin. Hold Viols: 0
  • Period utilisation layout: 33.4%
  • Fin Clk Skew: 0.0857 ns
  • Fin. max-slew vios: 0
  • Finish-stage setup viols: 0
  • Final Critical Period: 19.81 ns
  • Relative slew slack: 5.86%
  • Max Clk Rate: 0.0505 GHz
  • Worst-Margin Slew: 1.41 ns

Worst setup path
  • Slowest cell on the critical path: buf_4
  • FF-to-FF End: DOUT[2]
  • R2R setup slack: 54.20 ns
  • Arrival @ worst endpoint: 20.70 ns
  • Startpoint types: input port
  • Setup crit end kind: flip-flop
  • Critical Path Max Stage Delay: 0.74 ns
  • Reg2reg path depth: 7
  • Critical path type: input port to flip-flop
  • CP required: 60.19 ns
  • Cell mode on critical path: buf_4
  • Worst path cell trace: buf_16 > buf_4 > buf_4 > buf_4 > buf_12 > buf_4 > buf_4 > buf_4 > buf_4 > buf_4 > mux2i_1 > o22ai_1 > nor4_1 > buf_4 > nand3_1 > nand4_1 > nand3_1 > or4_1
  • RR Startpoint: memory[551][2]
  • Crit path max fanout: 92

GRT
  • Largest net degree at the start of global routing: 126
  • Grt ovf: 0
  • Vias in the first global route: 170000
  • Global-route wire length before repair: 1270000 um
  • Initial antenna violation count: 61
  • Total GRT Usage: 24.7%

Floorplan
  • Chip width: 891 um
  • Fp_density: 40.1%
  • Std cell rows: 326
  • DIE HEIGHT: 891 um
  • Die area: 0.793 mm2
  • I/O pin count: 28
  • Core area: 0.788 mm2

Detailed routing
  • Initial DRC count: 11800
  • Detailed Routing Iterations Pass 1: 6
  • Vias: 160000
  • Antenna Violating Nets Remaining: 0
  • Drt drc: 0
  • DR WL/cell: 32.2 um
  • Vias/cell: 5.70
  • Final wirelength: 902000 um

Worst hold path
  • Hold path cells: 4
  • Min-Delay Path Class: flip-flop to flip-flop
  • Hold Crit Start: memory[844][1]
  • WHS Endpoint: DOUT[1]

Yosys
  • Post-Synthesis Cells: 16200
  • Number of flops mapped to enable cells by yosys: 8200
  • Post-synth ARST share: 0%
  • Adder share: 0%
  • Syn Area/Cell: 19.5 um2
  • Commonest flop: edfxtp_1
  • Most common cell in the netlist: edfxtp_1
  • Commonest cells post-synth: 8200 x edfxtp_1, 2255 x mux2i_1, 1225 x nor2_1, 964 x mux4_2, 878 x o22ai_1
  • FF+latch count, synth: 8200
  • Unique cell type count in the Yosys netlist: 57
  • Aoi share: 3.45%
  • Yosys cell count: 16200
  • Netlist Area Pre-Place: 0.316 mm2
  • Dominant combinational family: multiplexers
  • Simple-Gate Fraction of Synth Area: 2.88%
  • Synth top area cells: edfxtp_1 78%, mux2i_1 7.1%, mux4_2 6.9%
  • Top cell area share: 77.9%
  • Synth Warn #: 1
  • Post-synth mux share: 14.1%
  • Yosys chip area: 0.316 mm2
  • Seq/Total Area, Yosys: 77.9%
  • Yosys top cell by area: edfxtp_1
  • XOR Share, Synth: 0%

Layout
  • Core Util, Final: 45.2%
  • Area Overhead vs Synth: 12.8%
  • Fillers: 65200
  • Share of post-route cells with drive strength above 1: 16.7%

Run
  • Max-cap violation count: 0
  • Tool warning count: 61

Run status
  • Status: finished, final reports clean
==> power by group through the flow <==
| stage | sequential, mW | combinational (mW) | clock (mW) |
|---|---|---|---|
| after CTS | 6.38 | 0.527 | 5.00 |
| after global routing | 6.38 | 0.559 | 5.21 |
| final | 6.38 | 0.528 | 4.93 |
==> sequential cells by signal (all words and copies together), names as in the netlist <==
name	cells
memory	8192
DOUT	8
==> per-layer routing <==
layer | global-route usage (%) | share of wire, % | vias up
li1 | - | - | 67800
met1 | 28.7 | 31 | 80800
met2 | 34.4 | 45 | 9657
met3 | 21.4 | 19 | 1633
met4 | 7.78 | 3.9 | 94
met5 | 2.32 | 0.33 | -
==> cells in the final DEF (no fill, tap or decap), types with 31 or more instances in the layout <==
cell / netlist / layout
mux4_2: 964 / 964
a22oi_1: 222 / 222
o21ai_0: 178 / 178
o221ai_1: 57 / 57
o22ai_1: 878 / 878
nand4_1: 44 / 44
nor2_1: 1225 / 1218
nand2_1: 260 / 229
o2111ai_1: 74 / 73
clkbuf_16: 0 / 812
a22o_1: 38 / 38
clkinv_2: 0 / 126
nor3_1: 72 / 71
clkbuf_1: 411 / 187
a21oi_1: 95 / 95
nor4_1: 242 / 241
diode_2: 0 / 118
edfxtp_1: 8200 / 8200
nand3_1: 159 / 158
a31oi_1: 35 / 35
buf_4: 60 / 746
bufinv_16: 0 / 56
nand2_4: 0 / 31
mux2i_1: 2255 / 2255
clkinv_1: 0 / 219
==> cell families after synthesis <==
kind of cell	Yosys count
and+or+nand+nor	2077
muxes	3242
AOI/OAI and AO/OA	1652
DFF	8200
buffers and inverters	1064
==> worst max-delay path by stage <==
stage | endpoint | startpoint | cells after the start
after CTS | DOUT[3] | ADDR[1] | 18
final | DOUT[3] | ADDR[1] | 18
after global routing | DOUT[3] | ADDR[1] | 18
==> critical path, delay by kind of cell <==
family                 cells  cell delay (ns)
AND-OR/OR-AND              1             0.11
buffers and inverters     11             6.27
multiplexers               1             0.27
AND/OR/NAND/NOR            5             1.69
==> layout make-up <==
| cell class | count | area, um2 | area share (%) |
|---|---|---|---|
| Timing Repair Buffer | 796 | 6420 | 1.80 |
| Tap cell | 10500 | 13100 | 3.69 |
| Clock buffer | 999 | 21000 | 5.90 |
| Antenna cell | 118 | 295 | 0.0829 |
| Sequential cell | 8200 | 246000 | 69.1 |
| Clock inverter | 467 | 4220 | 1.19 |
| Inverter | 2 | 7.51 | 0.00211 |
| Multi-Input combinational cell | 6971 | 65000 | 18.2 |
==> per-stage QoR <==
step | area [um2] | hold WS (ns) | cells
after floorplan | 316000 | 0.841 | 16200
after global placement | 331000 | 1.04 | 26500
after detailed placement | 331000 | 1.01 | 26500
after CTS | 356000 | 1.02 | 27900
after global routing | 356000 | 1.05 | 28000
final | 356000 | 1.01 | 28000
No activity file was given, so power comes from the tool's default toggle rates.
