$ cat /design/flow/design.v
module Async_FIFO (
    input wire clk,         
    input wire reset,       
    input wire write_en,    
    input wire read_en,     
    input wire [7:0] data_in,   
    output reg [7:0] data_out,  
    output wire empty,      
    output wire full        
);
parameter DEPTH = 16;  
reg [7:0] fifo[0:DEPTH-1];
reg [4:0] write_ptr, read_ptr;
reg [4:0] next_write_ptr, next_read_ptr;
reg [4:0] count;
reg wr_ptr_inc, rd_ptr_inc;
integer i;
always @(posedge clk or posedge reset) begin
    if (reset) begin
        write_ptr <= 0;
        next_write_ptr <= 0;
    end else if (write_en && ~full) begin
        next_write_ptr <= write_ptr + 1;
    end
end
always @(posedge clk or posedge reset) begin
    if (reset) begin
        read_ptr <= 0;
        next_read_ptr <= 0;
    end else if (read_en && ~empty) begin
        next_read_ptr <= read_ptr + 1;
    end
end
always @* begin
    wr_ptr_inc = (write_en && ~full) ? 1'b1 : 1'b0;
end
always @* begin
    rd_ptr_inc = (read_en && ~empty) ? 1'b1 : 1'b0;
end
always @(posedge clk or posedge reset) begin
    if (reset) begin
        count <= 0;
    end else begin
        count <= count + wr_ptr_inc - rd_ptr_inc;
    end
end
always @(posedge clk) begin
    if (reset) begin
        for (i = 0; i < DEPTH; i = i + 1) begin
            fifo[i] <= 8'h00;  
        end
    end else if (write_en && ~full) begin
        fifo[write_ptr] <= data_in;
    end
end
always @(posedge clk) begin
    if (reset) begin
        data_out <= 8'h00;  
    end else if (read_en && ~empty) begin
        data_out <= fifo[read_ptr];
    end
end
assign empty = (count == 0);
assign full = (count == DEPTH);
endmodule
$ cat /design/flow/run.sh
#!/bin/bash
# OpenROAD 26Q1-2900-gdf79404cd8, Yosys 0.63+post, stock flow scripts
make -C /OpenROAD-flow-scripts/flow DESIGN_CONFIG=/design/flow/config.mk WORK_HOME=/design/flow/orfs finish
$ cat /design/flow/config.mk
export PLATFORM = sky130hd
export DESIGN_NAME = Async_FIFO
export DESIGN_NICKNAME = Async_FIFO
export VERILOG_FILES = /design/flow/design.v
export SDC_FILE = /design/flow/constraint.sdc
export NUM_CORES = 4
export LEC_CHECK = 1
export CORE_AREA = 10 10 91 91
export DIE_AREA = 0 0 101 101
$ cat /design/flow/constraint.sdc
current_design Async_FIFO

set clk_period 3.1
set clk_io_pct 0.2

create_clock -name clk0 -period $clk_period [get_ports {clk}]

set non_clock_inputs [all_inputs -no_clocks]
set_input_delay [expr $clk_period * $clk_io_pct] -clock clk0 $non_clock_inputs
set_output_delay [expr $clk_period * $clk_io_pct] -clock clk0 [all_outputs]
==> metrics.sh <==
RUN_STATUS='finished, final reports clean'
SUM_OF_NEGATIVE_SETUP_SLACK_PS=0
CLOCK-SKEW-FINAL_PS=1.878
ANTENNADIODECOUNT=0
FIRST_GLOBAL_VIAS=656
POST_SYNTH_TALLY_OF_FLIP_FLOPS_WITH_INTEGRATED_ENABLE=8
CTS.CLK_SLEW.WORST_PATHS_PS=70
POST_DRT_VIA_CELL_RATIO=3.272
WORST_PATH_DOMINANT_CELL_FAMILY='adder cells'
NUMSYNTHFLOPS=21
SYNTH-ASYNC-RESET-RATIO_PCT=23.81
FLOORPLAN.CORE_UTIL_PCT=15.53
INITIAL_ANTENNA_VIOLATION_COUNT=0
YS.FLOP_TYPE='sky130_fd_sc_hd__edfxtp_1'
VDD_DROP_MAX_uV=204.2
POST_CTS_RESIZE_COUNT=0
FINALCRITICALPERIOD_PS=2399
FIRST_PASS_GRT_WIRE_LENGTH_MM=3.056
TIMING.RR.END='count[4]$_DFF_PP0_'
TOP_LEVEL_PORTS=22
WP_DATA_ARRIVAL_PS=2540
POWER_LEAKAGE_nW=0.5377
GRT_START_MAX_NET_PINS=23
PLACE.GP.CONGESTION=0.7189
HOLD_PATH_STARTPOINT='data_out[2]$_SDFFE_PP0P_'
CPPEAKSTAGEDELAY_PS=410
SYNTH_CELL_TYPE_COUNT=22
R2R_START='count[3]$_DFF_PP0_'
WORSTPATHREQUIRED_PS=3240
SYNTH-CELLS-YOSYS=82
FIN_UTIL_PCT=21.06
CP-START-KIND='register'
HOLD_CLASS='register to register'
AREA_OVERHEAD_VS_SYNTH_PCT=35.66
ROUTEDWLPERCELL_UM=10.10
HTREE_LEVELS=1
SYN_AREA_PER_CELL_UM2=12.02
TIMING.MAX_SLEW.REL_SLACK_PCT=79.19
CLK_LATENCY_PS=250
POWER_DENSITY_OVER_CELL_AREA_nW_PER_UM2=660.3
CTS_BUFFER_DEPTH=2
YOSYS-TOP-CELLS-AREA='sky130_fd_sc_hd__edfxtp_1 (24%), sky130_fd_sc_hd__dfxtp_1 (16%), sky130_fd_sc_hd__dfrtp_1 (13%)'
DR_ITER_0_VIOLS=30
CHIPHEIGHT_UM=101
CORE_AREA_UM2=6350
YOSYSMOSTFREQUENTCELL='sky130_fd_sc_hd__nand2_1'
SETUP.WORST_PATH.CLASS='register to register'
FMAX_GHz=0.4168
HOLD_PATH_DEPTH=2
NFILLCELLS=684
FINAL-HOLD-VIOLATION-COUNT=0
GRT_SETUP_UNREPAIRED='no'
DETAILEDROUTE.FIRSTPASSITERATIONCOUNT=2
CLOCK_SINKS=21
POSTLAYOUTCELLAREA_UM2=1338
POST-ROUTE-DRC-COUNT=0
MIN_PERIOD_OVER_PERIOD_PCT=77.39
STAGE_LOG_WARNINGS=26
NETLIST_INSTANCES=82
DESIGN.DIE.AREA_UM2=10200
SYNTHESIZED_CHIP_AREA_REPORTED_BY_YOSYS_UM2=985.9
CTS.HOLD.BUFFERS_ADDED=0
PATH_CELLS='inv_1 > ha_1 > and4bb_4 > nand2b_1 > ha_1 > inv_1 > ha_1 > fa_1 > a21oi_1 > o21bai_1 > xnor2_1'
PROPORTION_OF_LAYOUT_CELLS_WITH_A_DRIVE_SUFFIX_ABOVE_1_PCT=8.411
CP_BUF_INV_COUNT=2
COMMON_CELLS='sky130_fd_sc_hd__nand2_1 (17), sky130_fd_sc_hd__and2_1 (8), sky130_fd_sc_hd__dfxtp_1 (8), sky130_fd_sc_hd__edfxtp_1 (8), sky130_fd_sc_hd__mux2i_1 (8)'
SETUP_VIOL=0
WORSTSETUPENDPOINTTYPE='register'
GLOBALROUTETOTALUTIL_PCT=3.577
WORST_SLEW_PIN_SLEW_PS=311.4
ROWS=29
HOLD-PATH-ENDPOINT='data_out[2]$_SDFFE_PP0P_'
CTS_TREE='done'
POST_DP_CELL_AREA_UM2=1292
SYN_AREA_UM2=985.9
SYNTH_AREA_LEADER_CELL='sky130_fd_sc_hd__edfxtp_1'
MAXCAPVIOLATIONS=0
RR_WORST_DEPTH=11
PLACE.PORT_BUFFERS=21
CLOCK_TREE.ROOT_CELL='sky130_fd_sc_hd__clkbuf_8'
GLOBALROUTE.TOTALOVERFLOW=0
CRIT_PATH_MAX_FANOUT=3
DETAIL_ROUTE.WIRELENGTH_MM=1.859
DRT.ANTENNA.VIOLATING_NETS=0
CELL_WITH_THE_LARGEST_STAGE_DELAY_ON_THE_WORST_PATH='sky130_fd_sc_hd__fa_1'
DIE_W_UM=101
CTS_SETUP_BUFFERS=0
POST-SYNTH-TOP-AREA-FRACTION_PCT=24.37
FF2FF_SETUP_SLACK_PS=700
CRITPATHMOSTFREQUENTCELL='sky130_fd_sc_hd__ha_1'
POST-DP-HPWL_MM=1.565
ROUTE.VIAS.TOTAL=602
NUMBER_OF_CTS_INSERTED_BUFFERS=3
SYNTH-SEQ-AREA-SHARE_PCT=53.30
YOSYSWARNINGS=1
SLEW_VIOL_FINAL=0
-- routing by layer --
layer	wire length, um	global-route usage [%]	vias up
li1	-	-	321
met4	29	0.8574	0
met1	936	5.412	266
met5	0	0	-
met2	809	5.258	13
met3	84	0.4851	2
-- power by group --
| group | switching [mW] | internal [mW] | leakage [nW] |
|---|---|---|---|
| Sequential | 0.0458 | 0.351 | 0.212 |
| Clock | 0.0824 | 0.0913 | 0.0228 |
| Combinational | 0.143 | 0.170 | 0.303 |
| Total | 0.271 | 0.612 | 0.538 |
-- state kept, by name, summed over array words and instances (netlist names) --
| signal | flops |
|---|---|
| data_out | 8 |
| count | 5 |
| fifo | 8 |
-- worst min-delay path, delay by kind of cell (launching register included) --
kind | cells | cell delay, ps
and+or+nand+nor | 1 | 50
DFF | 1 | 320
muxes | 1 | 50
-- logic make-up (layout without fill, tap and decap cells) --
| family | after synthesis | after routing | synth area share, % |
|---|---|---|---|
| compound gates | 4 | 4 | 2.539 |
| xor+xnor | 4 | 4 | 3.554 |
| fa+ha+maj | 7 | 7 | 9.645 |
| buf+inv | 8 | 33 | 3.806 |
| flops | 21 | 21 | 53.30 |
| mux | 8 | 8 | 8.122 |
| simple gates | 30 | 30 | 19.04 |
-- cells in the final DEF (no fill, tap or decap), types with 2 or more instances in the layout --
cell | synthesis | layout
sky130_fd_sc_hd__inv_1 | 5 | 5
sky130_fd_sc_hd__mux2i_1 | 8 | 8
sky130_fd_sc_hd__a21oi_1 | 2 | 2
sky130_fd_sc_hd__clkbuf_8 | 0 | 3
sky130_fd_sc_hd__and2_1 | 8 | 8
sky130_fd_sc_hd__edfxtp_1 | 8 | 8
sky130_fd_sc_hd__xor2_1 | 3 | 3
sky130_fd_sc_hd__ha_1 | 6 | 6
sky130_fd_sc_hd__dfxtp_1 | 8 | 8
sky130_fd_sc_hd__buf_4 | 0 | 2
sky130_fd_sc_hd__dfrtp_1 | 5 | 5
sky130_fd_sc_hd__nand2_1 | 17 | 17
sky130_fd_sc_hd__clkdlybuf4s50_1 | 0 | 21
-- layout make-up --
cell class | count | area, um^2 | share of cell area, %
multi-input combinational | 53 | 422.9 | 31.62
sequential | 21 | 525.5 | 39.29
timing repair buffer | 23 | 225.2 | 16.84
tap | 77 | 96.34 | 7.203
inverter | 6 | 22.52 | 1.684
clock buffer | 4 | 45.04 | 3.368
-- how the worst max path moves through the flow --
| stage | cells after the start | end | slack, ps | start |
|---|---|---|---|---|
| after CTS | 11 | count[4]$_DFF_PP0_ | 690 | count[3]$_DFF_PP0_ |
| after global routing | 11 | count[4]$_DFF_PP0_ | 490 | count[3]$_DFF_PP0_ |
| final | 11 | count[4]$_DFF_PP0_ | 700 | count[3]$_DFF_PP0_ |
-- stage by stage --
step                setup slack, ps  std cells  hold slack, ps  power, mW
floorplan                     796.7         82           420.2     0.6229
global placement              534.3        180           444.0     0.7180
detailed placement            520.2        180           450.9     0.7202
CTS                           686.0        184           461.3     0.8983
global route                  492.5        184           476.6     0.9564
finish                        700.8        184           458.9     0.8831
No activity file was given, so power comes from the tool's default toggle rates.
